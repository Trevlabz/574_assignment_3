$ cat run.sh
#!/bin/bash
# OpenROAD 26Q1-2900-gdf79404cd8, Yosys 0.63+post, stock flow scripts
make -C /OpenROAD-flow-scripts/flow DESIGN_CONFIG=/design/flow/config.mk WORK_HOME=/design/flow/orfs finish
$ cat constraint.sdc
current_design HLSM35

set clk_period 19.8
set clk_io_pct 0.2

create_clock -name clk0 -period $clk_period [get_ports {Clk}]

set non_clock_inputs [all_inputs -no_clocks]
set_input_delay [expr $clk_period * $clk_io_pct] -clock clk0 $non_clock_inputs
set_output_delay [expr $clk_period * $clk_io_pct] -clock clk0 [all_outputs]
$ cat config.mk
export PLATFORM = sky130hd
export DESIGN_NAME = HLSM35
export DESIGN_NICKNAME = HLSM35
export VERILOG_FILES = /design/flow/design.v
export SDC_FILE = /design/flow/constraint.sdc
export NUM_CORES = 4
export LEC_CHECK = 1
export CORE_UTILIZATION = 40
$ cat design.v
`timescale 1ns / 1ns
module HLSM35 (Clk, Rst, Start, Done, a, b, c, d, e, f, g, h, sa, avg);
	input Clk, Rst, Start;
	output reg Done;
	reg [3:0] State;
	input [31:0] a;
	input [31:0] b;
	input [31:0] c;
	input [31:0] d;
	input [31:0] e;
	input [31:0] f;
	input [31:0] g;
	input [31:0] h;
	input [31:0] sa;
	output reg [31:0] avg;
	reg [31:0] t1;
	reg [31:0] t2;
	reg [31:0] t3;
	reg [31:0] t4;
	reg [31:0] t5;
	reg [31:0] t6;
	reg [31:0] t7;
	reg [31:0] t7div2;
	reg [31:0] t7div4;
	always @(posedge Clk) begin
		if (Rst) begin
			avg <= 0; t1 <= 0; t2 <= 0; t3 <= 0; t4 <= 0; t5 <= 0; t6 <= 0; t7 <= 0; t7div2 <= 0; t7div4 <= 0; 
			State <= 0; Done <= 0;
		end
		else begin
			case (State)
				0 : begin if (Start) State <= 2; end
				1 : begin Done <= 1; State <= 0; end
				2 : begin
					t1 <= a + b;
					State <= State + 1;
				end
				3 : begin
					t2 <= t1 + c;
					State <= State + 1;
				end
				4 : begin
					t3 <= t2 + d;
					State <= State + 1;
				end
				5 : begin
					t4 <= t3 + e;
					State <= State + 1;
				end
				6 : begin
					t5 <= t4 + f;
					State <= State + 1;
				end
				7 : begin
					t6 <= t5 + g;
					State <= State + 1;
				end
				8 : begin
					t7 <= t6 + h;
					State <= State + 1;
				end
				9 : begin
					t7div2 <= t7 >> sa;
					State <= State + 1;
				end
				10 : begin
					t7div4 <= t7div2 >> sa;
					State <= State + 1;
				end
				11 : begin
					avg <= t7div4 >> sa;
					State <= 1;
				end
			endcase
		end
	end
endmodule
==> impl_metrics.env <==
# source this file to load flow results
export IMPL_critPathBufInv=1
export IMPL_drv_slew=0
export IMPL_grt_pass1_vias=23600
export IMPL_via_per_inst=5.57
export IMPL_ys_sh_xor=0.0581
export IMPL_warnings=28
export IMPL_logic_family="AND-OR/OR-AND gates"
export IMPL_port_buffers=323
export IMPL_cts_buffer_depth=3
export IMPL_synth_main_ff_cell="dfxtp_1"
export IMPL_skew_ps=21.8
export IMPL_slew_headroom=0.360
export IMPL_cts_tree="built"
export IMPL_place_congestion=0.964
export IMPL_firstDrtPassIters=7
export IMPL_num_io_pins=324
export IMPL_ys_seq_elements=325
export IMPL_setup_slack_ps=13000
export IMPL_clkLatencyLatePin_ps=580
export IMPL_dp_slack_ps=12470
export IMPL_synth_cell_types=88
export IMPL_edf_count=0
export IMPL_cts_resized=0
export IMPL_ys_warn_count=1
export IMPL_crit_fanout=5
export IMPL_grt_usage=0.245
export IMPL_gr_total_overflow=0
export IMPL_crit_required_ps=20250
export IMPL_start_kind="input port"
export IMPL_yosysCellCount=3403
export IMPL_cp_end_kind="flip-flop"
export IMPL_finalClockPeriodUsage=0.343
export IMPL_setup_tns_ps=0
export IMPL_ant_nets=0
export IMPL_fmax_ghz=0.147
export IMPL_fin_util=0.486
export IMPL_ys_seq_share=0.249
export IMPL_fp_util=0.405
export IMPL_die_area_sq_um=66200
export IMPL_synth_compound_area_share=0.283
export IMPL_ys_chip_area_sq_um=26100
export IMPL_crit_family="AND-OR/OR-AND gates"
export IMPL_area_growth_pct=20.2
export IMPL_tightestPinTransition_ps=953
export IMPL_ys_sh_adder=0.111
export IMPL_slowest_delay_ps=440
export IMPL_rsz0062_at_grt="no"
export IMPL_grt_max_degree=72
export IMPL_cp_cell_sequence="clkdlybuf4s50_1, ha_1, fa_1, a21o_1, a21o_1, a2111o_1, a311o_1, o2111ai_2, o211ai_2, a31oi_4, o21ai_2, xor2_1, a22o_1"
export IMPL_hold_viol=0
export IMPL_cts_sinks=325
export IMPL_antenna_found_initial=21
export IMPL_htree_levels=2
export IMPL_cts_root_buf="clkbuf_16"
export IMPL_first_iter_violations=1441
export IMPL_die_size_x_um=257
export IMPL_async_flop_share=0
export IMPL_total_power_uw=2060
export IMPL_vdd_drop_max_mv=0.0592
export IMPL_path_class="in -> reg"
export IMPL_mux_area_frac=0.0700
export IMPL_p_per_area_nw_per_um2=65.6
export IMPL_hold_buffers=0
export IMPL_hp_class="reg -> reg"
export IMPL_die_y_um=257
export IMPL_clk_transition_reported_paths_ps=60
export IMPL_drive_gt1_frac=0.0549
export IMPL_tritoncts_num_buffers=42
export IMPL_wire_per_inst_um=17.9
export IMPL_p_leak_uw=0.0124
export IMPL_core_area_sq_um=64500
export IMPL_drcViolationCount=0
export IMPL_hpwl_um=62300
export IMPL_syn_inst=3403
export IMPL_slowest_stage="a2111o_1"
export IMPL_cts_setup_buffers=0
export IMPL_min_period_ps=6800
export IMPL_grt_pass1_wl_um=129000
export IMPL_cap_violations=0
export IMPL_outcome="finished, final reports clean"
export IMPL_setup_viol=0
export IMPL_syn_area_sq_um=26100
export IMPL_num_rows=93
export IMPL_synthSimpleGateAreaFrac=0.193
export IMPL_crit_top_cell="a21o_1"
export IMPL_cp_arrival_ps=7250
export IMPL_synth_area_per_cell_sq_um=7.67
export IMPL_vias=25100
export IMPL_wl_um=80700
==> stage by stage <==
stage,hold slack (ps),area [sq um],std cells
after global placement,433,29900,4425
after floorplan,413,26100,3403
after global routing,461,31400,4506
after detailed placement,437,29900,4425
after CTS,445,31300,4501
final,441,31400,4509
==> synth_stat cells, types with 50 or more instances <==
library cell | count | share of area
a211oi_1 | 170 | 0.049
a21o_1 | 104 | 0.030
a21oi_1 | 416 | 0.080
clkbuf_1 | 156 | 0.022
dfxtp_1 | 325 | 0.25
ha_1 | 221 | 0.11
mux2i_1 | 133 | 0.051
nand2_1 | 475 | 0.068
nand3_1 | 70 | 0.013
nor2_1 | 263 | 0.038
nor2b_1 | 50 | 0.012
nor3_1 | 80 | 0.015
o21ai_0 | 158 | 0.030
xnor2_1 | 113 | 0.038
xor2_1 | 60 | 0.020
==> flip-flops by register name (all words and copies together) (netlist names) <==
signal  count
t7div4     32
t2         32
Done        1
avg        32
State       4
t4         32
t7div2     32
t6         32
t3         32
t7         32
t5         32
t1         32
==> cell families after synthesis <==
group / count (synthesis)
buf+inv: 242
xor+xnor: 173
flops: 325
fa+ha+maj: 228
compound gates: 1147
mux: 169
simple gates: 1119
==> power breakdown <==
group	leakage, uW	total (uW)	switching, uW	internal (uW)
clock network	0.000692	781	318	463
logic	0.00913	563	316	247
registers	0.00262	713	24.9	688
==> routing by layer <==
layer	GRT usage	vias to the layer above	routed length (um)
met5	0	-	188
met4	0.0528	28	1940
met3	0.0439	133	4200
met2	0.396	468	37700
met1	0.346	11500	36600
li1	-	13000	-
==> cell type report <==
| type | count | area [sq um] |
|---|---|---|
| Timing Repair Buffer | 365 | 3540 |
| Clock buffer | 56 | 1220 |
| Sequential cell | 325 | 6510 |
| Antenna cell | 8 | 20.0 |
| Fill cell | 6401 | 33100 |
| Clock inverter | 20 | 186 |
| Tap cell | 855 | 1070 |
| Inverter | 44 | 165 |
| Multi-Input combinational cell | 2836 | 18700 |
==> worst register-to-register path, delay by kind of cell (launching register included) <==
kind            cells  cell delay, ps
compound gates      9            2110
flops               1             320
xor+xnor            1             140
fa+ha+maj           2             610
==> worst paths after layout <==
check	end	from	slack (ps)	depth (start not counted)
min	t7div2[0]	t7div2[0]	440	2
max	t2[30]	c[0]	13000	13
max reg2reg	t2[30]	t1[0]	16500	12
min reg2reg	t7div2[0]	t7div2[0]	440	2
==> placed cells by master (no fill, tap or decap), types with 20 or more instances in the layout <==
| master | n |
|---|---|
| a211oi_1 | 170 |
| a21o_1 | 104 |
| a21oi_1 | 416 |
| a22oi_1 | 42 |
| a31oi_1 | 42 |
| and2_1 | 22 |
| and3_1 | 28 |
| buf_4 | 44 |
| clkbuf_16 | 43 |
| clkdlybuf4s50_1 | 318 |
| dfxtp_1 | 325 |
| ha_1 | 221 |
| inv_1 | 40 |
| mux2_2 | 28 |
| mux2i_1 | 133 |
| nand2_1 | 475 |
| nand3_1 | 70 |
| nand4_1 | 26 |
| nor2_1 | 263 |
| nor2b_1 | 50 |
| nor3_1 | 80 |
| o21a_1 | 30 |
| o21ai_0 | 158 |
| o21bai_1 | 32 |
| or3_1 | 20 |
| xnor2_1 | 113 |
| xor2_1 | 60 |
Power figures rest on the tool's default switching activity, not on a simulated workload.
