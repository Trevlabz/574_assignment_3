### flow/design.v
`timescale 1ns / 1ns
module HLSM37 (Clk, Rst, Start, Done, u, x, y, dx, a, three, u1, x1, y1, c);
	input Clk, Rst, Start;
	output reg Done;
	reg [3:0] State;
	input signed [31:0] u;
	input signed [31:0] x;
	input signed [31:0] y;
	input signed [31:0] dx;
	input signed [31:0] a;
	input signed [31:0] three;
	output reg signed [31:0] u1;
	output reg signed [31:0] x1;
	output reg signed [31:0] y1;
	output reg signed [31:0] c;
	reg signed [31:0] t1;
	reg signed [31:0] t2;
	reg signed [31:0] t3;
	reg signed [31:0] t4;
	reg signed [31:0] t5;
	reg signed [31:0] t6;
	reg signed [31:0] t7;
	reg signed [31:0] vx1;
	always @(posedge Clk) begin
		if (Rst) begin
			u1 <= 0; x1 <= 0; y1 <= 0; c <= 0; t1 <= 0; t2 <= 0; t3 <= 0; t4 <= 0; t5 <= 0; t6 <= 0; t7 <= 0; vx1 <= 0; 
			State <= 0; Done <= 0;
		end
		else begin
			case (State)
				0 : begin if (Start) State <= 2; end
				1 : begin Done <= 1; State <= 0; end
				2 : begin
					vx1 <= x + dx;
					t1 <= three * x;
					State <= State + 1;
				end
				3 : begin
					t2 <= u * dx;
					State <= State + 1;
				end
				4 : begin
					t5 <= three * y;
					State <= State + 1;
				end
				5 : begin
					x1 <= x + dx;
					t7 <= u * dx;
					State <= State + 1;
				end
				6 : begin
					t3 <= t1 * t2;
					State <= State + 1;
				end
				7 : begin
					t4 <= u - t3;
					t6 <= t5 * dx;
					State <= State + 1;
				end
				8 : begin
					u1 <= t4 - t6;
					c <= vx1 < a;
					State <= State + 1;
				end
				9 : begin
					y1 <= y + t7;
					State <= 1;
				end
			endcase
		end
	end
endmodule
### flow/run.sh
#!/bin/bash
# OpenROAD 26Q1-2900-gdf79404cd8, Yosys 0.63+post, stock flow scripts
make -C /OpenROAD-flow-scripts/flow DESIGN_CONFIG=/design/flow/config.mk WORK_HOME=/design/flow/orfs finish
### flow/config.mk
export PLATFORM = sky130hd
export DESIGN_NAME = HLSM37
export DESIGN_NICKNAME = HLSM37
export VERILOG_FILES = /design/flow/design.v
export SDC_FILE = /design/flow/constraint.sdc
export NUM_CORES = 4
export LEC_CHECK = 1
export CORE_UTILIZATION = 50
### flow/constraint.sdc
current_design HLSM37

set clk_period 24.7
set clk_io_pct 0.2

create_clock -name clk0 -period $clk_period [get_ports {Clk}]

set non_clock_inputs [all_inputs -no_clocks]
set_input_delay [expr $clk_period * $clk_io_pct] -clock clk0 $non_clock_inputs
set_output_delay [expr $clk_period * $clk_io_pct] -clock clk0 [all_outputs]
==> ci_impl_report.md <==
## Synthesis and layout report

| Metric | Value |
|---|---|
| M3 GR Usage | `0.1392` |
| Largest net degree at the start of global routing | `between 90 and 100` |
| Flop and latch count out of synthesis | `about 360` |
| Share of cells above drive strength 1 | `0.03549` |
| Most used cell, CP | `fa_1` |
| First-pass GRT wire length | `between 500 and 600 mm` |
| Gr usage total | `0.3625` |
| Worst Max-Slew Pin Slew | `approximately 0.94 ns` |
| Min-Delay Startpoint | `y1[18]` |
| Avg WL per Cell | `23.34 um` |
| Primary FF master, synth | `dfxtp_1` |
| Skew final | `0.03144 ns` |
| Clock root buffer master | `clkbuf_16` |
| DIE HEIGHT | `~450 um` |
| Cycle use final | `0.4957` |
| Vias in the first global route | `around 80,000` |
| RSZ-0062 raised after global routing | `false` |
| Buffer and inverter count on the worst path | `7` |
| Critical Path AT | `around 13 ns` |
| Startpoint Class | `input port` |
| Setup crit end kind | `flip-flop` |
| Status | `finished clean` |
| Period minus WS final | `12.24 ns` |
| Tool warning count | `28` |
| Synth Seq Share | `0.07111` |
| Initial DRC Count | `between 3,000 and 4,000` |
| Setup Fix Bufs, Post-CTS | `0` |
| Critical-path maximum fanout | `23` |
| Family with the most delay on the worst path | `adder cells` |
| EDFF count, synth | `0` |
| Syn Inst Count | `11,580` |
| Hold Vio Cnt, Final | `0` |
| WP data required | `approximately 25 ns` |
| Total die area | `203,400 sq um` |
| Grt met2 use | `0.5520` |
| CP Class | `input port to flip-flop` |
| Die width | `between 400 and 500 um` |
| DR pass1 iterations | `7` |
| Worst stage delay on the critical path | `0.63 ns` |
| Clock buffer count from CTS | `46` |
| Slew HR | `0.3745` |
| Max Fclk | `81.68 MHz` |
| Final WL | `between 300 and 400 mm` |
| Clock latency on the worst-skew pair | `between 0.6 and 0.7 ns` |
| CTS max path bufs | `3` |
| Initial core utilization | `0.5038` |
| Unique cell type count in the Yosys netlist | `87` |
| GR peak layer | `met2` |
| Hold slack | `between 0.4 and 0.5 ns` |
| Met1 Usage GRT | `0.4734` |
| Site Rows | `164` |
| Via count | `around 76,000` |
| Worst-path clk slew | `around 0.06 ns` |
| Yosys stat cell total | `about 12,000` |
| Synthesis-to-finish area growth | `7.371%` |
| I/O Buffers | `around 290` |
| Synth async-reset ratio | `0` |
| Final setup TNS | `0 ns` |
| Critical path startpoint | `three[10]` |
| Number of H-tree levels | `2` |
| Syn. warnings | `1` |
| Syn avg cell area | `about 8.7 sq um` |
| Max-cap check violation count | `0` |
| Via density | `between 5 and 6` |
| Slowest stage cell on the critical path | `fa_1` |
| Yosys stat chip area | `100,800 sq um` |
| Io pins | `324` |
| Cell Area, Synth | `just over 100,000 sq um` |
| Post-route ant nets | `0` |
| GRT overflow | `0` |
| Worst min path class | `flip-flop to flip-flop` |
| Resized Gates After CTS | `0` |
| CTS tree | `yes` |
| Clock tree sinks | `358` |
| Antenna violations before repair | `20` |
| Detail Placement HPWL | `around 260 mm` |
| Final RePlAce weighted congestion | `around 1.0` |
| Reg2reg start | `t5[7]` |
| # DRC | `0` |
| Core region area | `between 200,000 and 250,000 sq um` |
| Pins Over Slew Limit | `0` |
| Post-cts hold buffer count | `0` |
| Final Setup Violations | `0` |
[synth_stat cells (19+ instances only)]
cell      count  area, sq um
nor3_1       55        275.3
nand2b_1     32        200.2
xor2_1      128         1121
buf_4        31        232.7
inv_1      2301         8637
nor2_1      220        825.8
clkbuf_1    591         2218
dfxtp_1     358         7167
o21a_1       53        397.9
nand2_1    1576         5916
ha_1        909        11370
a21o_1      110        825.8
a211oi_1     67        503.0
and3_1       22        137.6
o211ai_1     19        142.6
xnor2_1     391         3425
nand4_1      27        168.9
fa_1       2044        40920
a21oi_1     449         2247
a31oi_1      31        193.9
and2_1     1662        10400
o21ai_0     133        665.6
nor2b_1      27        168.9
nand3_1      84        420.4
or3_1        25        156.4
[layout make-up]
type                            instances  area [sq um]
Sequential cell                       358          7167
Clock inverter                         24         366.6
Tap cell                             2656          3323
Clock buffer                           61          1309
Multi-Input combinational cell       8318         82620
Timing Repair Buffer                  547          4727
Inverter                             2301          8637
Fill cell                           18090         91850
Antenna cell                           28         70.07
[per-stage QoR]
step	instance area [sq um]	worst slack, ns	utilization	instances
2_1_floorplan	100900	12.89	-	11610
3_3_place_gp	106500	11.83	0.5322	14180
3_5_place_dp	106500	11.88	0.5322	14180
4_1_cts	108200	12.56	0.5406	14270
5_1_grt	108200	12.19	0.5407	14270
6_report	108200	12.46	0.5409	14290
[logic make-up (layout without fill, tap and decap cells)]
family / after synthesis / in the layout / share of synthesized area
flops: 358 / 358 / 0.07111
mux: 7 / 7 / 0.0006952
compound gates: 1025 / 1025 / 0.06424
other cells: 1 / 59 / 0.00003721
buf+inv: 2937 / 2933 / 0.1105
fa+ha+maj: 2953 / 2953 / 0.5188
simple gates: 3783 / 3783 / 0.1895
xor+xnor: 519 / 519 / 0.04510
[worst paths after layout]
check / end / slack (ns) / depth (start not counted)
worst min register to register: y1[18] / 0.45 / 2
worst max-delay path: t1[29] / 12.46 / 27
worst max register to register: t6[31] / 16.91 / 25
worst min-delay path: y1[18] / 0.45 / 2
[worst min-delay path: stages, from the launching register on]
cell	delay [ns]
dfxtp_1	0.31
nand2_1	0.05
a21oi_1	0.05
[layer usage]
metal  wire [um]  vias to the layer above
li1            -                    34570
met1      124400                    38190
met2      155900                     2724
met3       32670                      579
met4       20630                        0
met5           0                        -
[placed cells by master, fill, tap and decap left out, drive strengths merged, types with 32 or more instances in the layout]
| cell | n |
|---|---|
| clkbuf | 61 |
| nor2 | 220 |
| a211oi | 68 |
| buf | 279 |
| xor2 | 128 |
| nor3 | 55 |
| o21ai | 143 |
| dfxtp | 358 |
| fa | 2044 |
| a21o | 110 |
| and2 | 1663 |
| nand2 | 1576 |
| xnor2 | 391 |
| clkdlybuf4s50 | 268 |
| nand3 | 84 |
| ha | 909 |
| nand2b | 32 |
| a21oi | 451 |
| o21a | 53 |
| inv | 2303 |
